===== flow/config.mk =====
export PLATFORM = sky130hd
export DESIGN_NAME = rotating_register
export DESIGN_NICKNAME = rotating_register
export VERILOG_FILES = /design/flow/design.v
export SDC_FILE = /design/flow/constraint.sdc
export NUM_CORES = 4
export LEC_CHECK = 1
export CORE_AREA = 10 10 70 70
export DIE_AREA = 0 0 80 80

===== flow/constraint.sdc =====
current_design rotating_register

set clk_period 1.2
set clk_io_pct 0.2

create_clock -name clk0 -period $clk_period [get_ports {KEY}]

set non_clock_inputs [all_inputs -no_clocks]
set_input_delay [expr $clk_period * $clk_io_pct] -clock clk0 $non_clock_inputs
set_output_delay [expr $clk_period * $clk_io_pct] -clock clk0 [all_outputs]

===== flow/design.v =====
module flipflop(input D, clk, reset, output reg Q);
	always @(posedge clk)
		if(reset)
			Q <= 1'b0;
		else
			Q <= D;
endmodule
module mux2to1(input x, y, s, output f);
	assign f = (~s & x)|(s & y);
endmodule
module rotating_register(input [9:0]SW, input [3:0]KEY, output [7:0]LEDR);
	wire [7:0]Q, D, R;
	wire w;
	mux2to1 ASRight(Q[0], Q[7], KEY[3], w);
	mux2to1 R0(Q[7], Q[1], KEY[2], R[0]);
	mux2to1 R1(Q[0], Q[2], KEY[2], R[1]);
	mux2to1 R2(Q[1], Q[3], KEY[2], R[2]);
	mux2to1 R3(Q[2], Q[4], KEY[2], R[3]);
	mux2to1 R4(Q[3], Q[5], KEY[2], R[4]);
	mux2to1 R5(Q[4], Q[6], KEY[2], R[5]);
	mux2to1 R6(Q[5], Q[7], KEY[2], R[6]);
	mux2to1 R7(Q[6],    w, KEY[2], R[7]);
	mux2to1 L0(SW[0], R[0], KEY[1], D[0]);
	mux2to1 L1(SW[1], R[1], KEY[1], D[1]);
	mux2to1 L2(SW[2], R[2], KEY[1], D[2]);
	mux2to1 L3(SW[3], R[3], KEY[1], D[3]);
	mux2to1 L4(SW[4], R[4], KEY[1], D[4]);
	mux2to1 L5(SW[5], R[5], KEY[1], D[5]);
	mux2to1 L6(SW[6], R[6], KEY[1], D[6]);
	mux2to1 L7(SW[7], R[7], KEY[1], D[7]);
   flipflop M0(D[0], KEY[0], SW[9], Q[0]);
	flipflop M1(D[1], KEY[0], SW[9], Q[1]);
	flipflop M2(D[2], KEY[0], SW[9], Q[2]);
	flipflop M3(D[3], KEY[0], SW[9], Q[3]);
	flipflop M4(D[4], KEY[0], SW[9], Q[4]);
	flipflop M5(D[5], KEY[0], SW[9], Q[5]);
	flipflop M6(D[6], KEY[0], SW[9], Q[6]);
	flipflop M7(D[7], KEY[0], SW[9], Q[7]);
	assign LEDR = Q;
endmodule

===== flow/run.sh =====
#!/bin/bash
# OpenROAD 26Q1-2900-gdf79404cd8, Yosys 0.63+post, stock flow scripts
make -C /OpenROAD-flow-scripts/flow DESIGN_CONFIG=/design/flow/config.mk WORK_HOME=/design/flow/orfs finish

==> impl_metrics.json <==
{
  "mappedNetlistArea_um2": 457.9,
  "rsz0062_at_grt": "no",
  "drtPass1Iterations": 3,
  "tightestPinTransition_ns": 0.1605,
  "core.rowCount": 21,
  "drc_violation_count_after_routing": 0,
  "worst_ep_arrival_time_ns": 1.33,
  "finalWeightedCongestion": 0.7595,
  "dp_cells": 98,
  "setup-violations-final": 0,
  "via_per_inst": 3.452,
  "io_pins": 22,
  "yosys.stat.seqShare_pct": 34.97,
  "layout-area-overhead-vs-synth_pct": 56.01,
  "avgRoutedWirePerCell_um": 11.36,
  "worst_slew_margin_rel_pct": 88.99,
  "die_x_um": 80,
  "maximum_number_of_pins_on_one_net_before_global_route_repair": 10,
  "global_route.overflow_total": 0,
  "clock_transition_at_path_regs_ns": 0.04,
  "cp_max_fo": 9,
  "yosys.stat.chipArea_um2": 457.9,
  "ys_cells": 46,
  "synth.yosys.warnings": 1,
  "final_layout_size_suffix_gt1_share_pct": 36.23,
  "hold_viol_final": 0,
  "yosys.area.top_type_share_pct": 34.97,
  "final.fill_count": 391,
  "hold_ws_ns": 0.01339,
  "r2r_cells": 3,
  "synth.area.top_cells": "dfxtp_1 (35%), mux2i_1 (17%), buf_4 (13%)",
  "yosys.cell_types.count": 11,
  "ir_worst_vdd_mv": 1.036,
  "final_max_slew_viol_count": 0,
  "power_leakage_nw": 0.3177,
  "critical_path_required_ns": 1.35,
  "port_buffers": 17,
  "drv_cap": 0,
  "hold_depth": 2,
  "syn-instance-count": 46,
  "ant_nets": 0,
  "die_height_um": 80,
  "finalNonFillerCells": 115,
  "layout.cells.most_common_list": "clkbuf_4 (9), clkdlybuf4s50_1 (9), dfxtp_2 (8), mux2i_1 (8), dlygate4sd2_1 (8)",
  "clock_insertion_delay_worst_skew_ns": 0.22,
  "synth_flops": 8,
  "initial_utilization_pct": 13.41,
  "finalWirelength_um": 1306,
  "finalClockSkew_ns": 0,
  "tritoncts_clock_tree": "yes",
  "startpoint_type": "clock port",
  "die_area_mm2": 0.006400,
  "initialDrtViolationCount": 6,
  "first_global_vias": 586,
  "hold_path_class": "clock port to flip-flop",
  "num_vias": 397,
  "global_route_wire_length_before_repair_um": 2007,
  "pwr_density_cell_mw_per_mm2": 2545,
  "end_kind": "flip-flop",
  "core_area_mm2": 0.003416,
  "insertedDiodeCount": 0,
  "outcome": "finished, final reports clean",
  "synth_area_per_cell_um2": 9.955,
  "number_of_antenna_violations_at_the_first_check_in_global_routing": 0,
  "track_usage_pct": 4.409,
  "tns_ns": 0,
  "tool_warning_count": 110,
  "top_area_cell": "dfxtp_1",
  "criticalPathCategory": "clock port to flip-flop",
  "dpl.hpwl_um": 986.8
}
## cell usage after synthesis
| cell | count |
|---|---|
| mux2i_1 | 8 |
| nor2_1 | 7 |
| nand3b_1 | 1 |
| buf_6 | 3 |
| buf_2 | 1 |
| buf_4 | 8 |
| nand4bb_1 | 1 |
| a211oi_1 | 7 |
| or3b_1 | 1 |
| dfxtp_1 | 8 |
| o211ai_2 | 1 |
## logic make-up (layout without fill, tap and decap cells)
logic type / after synthesis / in the layout / synth area share, %
muxes: 8 / 8 / 17.49
and+or+nand+nor: 10 / 10 / 11.75
buffers and inverters: 12 / 35 / 21.58
DFF: 8 / 8 / 34.97
AOI/OAI and AO/OA: 8 / 8 / 14.21
## critical path, stage by stage
cell      delay [ns]
clkbuf_4        0.11
clkbuf_4        0.15
or3b_1          0.39
o211ai_2        0.08
## area by class of cell
type | count | area (um^2) | share of cell area [%]
Timing Repair Buffer | 24 | 212.7 | 29.77
Sequential cell | 8 | 170.2 | 23.82
Clock buffer | 11 | 75.07 | 10.51
Multi-Input combinational cell | 26 | 198.9 | 27.85
Tap cell | 46 | 57.56 | 8.056
## per-layer routing
layer / part of all wire, % / track usage [%] / vias to the layer above
li1: - / - / 202
met1: 36 / 2.475 / 161
met2: 39 / 4.494 / 25
met3: 21 / 8.636 / 9
met4: 3.9 / 3.697 / 0
met5: 0 / 0 / -
## path summary, 6_finish.rpt
kind,start,end,slack [ns]
worst max-delay path,KEY[1],flip-flop,0.02
worst min-delay path,KEY[3],flip-flop,0.01
worst max register to register,flip-flop,flip-flop,0.39
worst min register to register,M6.Q,flip-flop,0.54
## power by group
part           internal [mW]  switching [mW]
Sequential             0.396          0.0491
Combinational          0.199          0.0727
Clock                  0.666           0.435
## stage by stage
step,worst slack [ns],power (mW),instance area (um^2),utilization (%)
floorplan,-0.02436,1.416,467.9,-
global placement,-0.03023,1.101,594.3,17.40
detailed placement,-0.03078,1.099,594.3,17.40
CTS,0.01116,1.993,714.4,20.92
global route,0.001689,2.116,714.4,20.92
finish,0.02125,1.818,714.4,20.92
## what timing repair did
action,in CTS,in global routing
buffers inserted,6,0
setup endpoints to repair,8,0
resized,16,0
hold buffers,0,0
Power figures rest on the tool's default switching activity, not on a simulated workload.
